### config.mk
export PLATFORM = sky130hd
export DESIGN_NAME = alu
export DESIGN_NICKNAME = alu
export VERILOG_FILES = /design/flow/design.v
export SDC_FILE = /design/flow/constraint.sdc
export NUM_CORES = 4
export LEC_CHECK = 1
export CORE_AREA = 10 10 70 70
export DIE_AREA = 0 0 80 80
### constraint.sdc
current_design alu

set clk_period 3.2
set clk_io_pct 0.2

create_clock -name clk0 -period $clk_period

set non_clock_inputs [all_inputs -no_clocks]
set_input_delay [expr $clk_period * $clk_io_pct] -clock clk0 $non_clock_inputs
set_output_delay [expr $clk_period * $clk_io_pct] -clock clk0 [all_outputs]
### design.v
`timescale 1ns/1ps
module add #(
  parameter integer DATA_WIDTH = 4
) (
  input  logic unsigned [DATA_WIDTH-1:0] A,
  input  logic unsigned [DATA_WIDTH-1:0] B,
  output logic unsigned [DATA_WIDTH:0]   add_result
);
  assign add_result = A + B;
  initial begin
    $dumpfile("dump.vcd");
    $dumpvars(1, adder);
  end
endmodule
module alu(
  input logic  [3:0] a,
  input logic  [3:0] b,
  input logic        mode,
  output logic [4:0] result
);
logic [4:0] sub_o;
logic [4:0] add_o;
add adder(
  .A(a),
  .B(b),
  .add_result(add_o)
);
sub subtract(
  .A(a),
  .B(b),
  .sub_result(sub_o)
);
assign result = mode?sub_o:add_o;
  initial begin
    $dumpfile("dump.vcd");
    $dumpvars(1, alu);
  end
endmodule : alu
`timescale 1ns/1ps
module sub #(
  parameter integer DATA_WIDTH = 4
) (
  input  logic unsigned [DATA_WIDTH-1:0] A,
  input  logic unsigned [DATA_WIDTH-1:0] B,
  output logic unsigned [DATA_WIDTH:0]   sub_result
);
  assign sub_result = A - B;
  initial begin
    $dumpfile("dump.vcd");
    $dumpvars(1, adder);
  end
endmodule
### run.sh
#!/bin/bash
# OpenROAD 26Q1-2900-gdf79404cd8, Yosys 0.63+post, stock flow scripts
make -C /OpenROAD-flow-scripts/flow DESIGN_CONFIG=/design/flow/config.mk WORK_HOME=/design/flow/orfs finish
==> CHANGELOG.md <==
### Metrics

- Xor+xnor area frac: 21.21%
- Worst-margin pin slew: 0.2244 ns
- Cell count after synthesis: 27
- Final Util: 13.52%
- RePlAce Congestion: 0.7261
- OpenROAD warnings: 33
- CP Launch Type: input port
- CP Class: input port to output port
- Class of the worst hold path: input port to output port
- Status: complete, no violations
- Comb area leader: adder cells
- Area reported by Yosys stat: 206.4 um2
- VDD IR max: 31.25 uV
- Complex Gates by Area: 15.15%
- Vias post-DR: 227
- Post-DRT Antenna Nets: 0
- Sequential cell area: 0 um2
- Post-route minimum period: 3.057 ns
- Leakage power: 0.2173 nW
- Post-Syn Area per Cell: 7.646 um2
- IO buf count: 14
- Cell Type Count: 13
- Pwr dens: 180.5 nW/um2
- CLK BUF: 0
- RSZ-0062 raised after global routing: false
- Pins over their slew limit: 0
- Net Sw Frac: 34.80%
- Area of the core: 3416 um2
- Vias per inst: 2.415
- FP Rows: 21
- Chip area: 6400 um2
- Net Sw Power: 29.01 uW
- Total Power: 83.36 uW
- DRT Pass-1 Iters: 2
- Highest Signal Layer: met3
- Ys Warns: 9
- Post-placement cell count: 92
- Worst Path Arrival: 2.42 ns
- Final Cycle Share: 95.53%
- Post-Syn Area: 206.4 um2
- GRT overflow: 0
- Die X: 80 um
- Clk network pwr share: 0%
- Starting Density: 6.044%
- # setup viols final: 0
- Combinational power share: 100.0%
- Drt total wl: 730 um
- # DRC: 0
- Metal3 WL: 117 um
- Chip height: 80 um
- All-Layer GR Usage: 2.036%
- Highest clock rate: 327.1 MHz
- Drt wl/cell: 7.766 um
- Area Overhead vs Synth: 123.6%
- Final hold vios: 0
- Sequential power share: 0%
- WHS: 2.061 ns
- 1st-iter DRT viols: 10
- Crit. End Element: output port
- Routed wl met2: 253 um
- Yosys simple share: 9.697%
- Layout cells sized above 1: 21.28%
- # hold bufs at CTS: 0
- Met1 Wirelength: 359 um
- Initial antenna violation count: 1
- Sequential area share after synthesis: 0%
- Largest net degree at the start of global routing: 5
- DPL Wire Length: 651.8 um
- Via count of the first global-routing pass: 227
- Max Cap Viol: 0
- First-pass GRT wire length: 1048 um
- Non-Filler Instances: 94
- Required time of the critical path: 2.56 ns
- Mux share: 4.848%
- Slew HR: 84.74%
- # IOs: 14
- Worst-path maximum fanout: 4
- FA/HA/MAJ Cells, Area Fraction: 40.00%
- Seq Cell Count: 0
- Internal power: 54.35 uW
- Cells in synth_stat.txt: 27
## worst max-delay path, stage by stage
cell and delay [ns]:
clkdlybuf4s50_1 0.57, mux2i_2 0.30, fa_2 0.48, clkdlybuf4s50_1 0.43
## cell usage in the layout (no fill, tap or decap), drive strengths merged, types with 2 or more instances in the layout
cell	netlist	final
dlymetal6s2s	0	2
dlygate4sd2	0	3
ha	5	5
inv	5	5
nor2	3	3
clkdlybuf4s50	0	9
xor2	3	3
buf	0	6
xnor2	2	2
a21oi	3	3
## power groups by stage
stage | Combinational, mW | Sequential, mW | Clock [mW]
4_1_cts | 0.0826 | 0 | 0
5_1_grt | 0.0936 | 0 | 0.0000000418
6_report | 0.0834 | 0 | 0.0000000417
## timing repair
item	CTS	global route
gates cloned	0	0
pin swaps	8	3
setup endpoints to repair	4	4
buffers inserted	0	1
resized	5	4
## final timing paths
kind              depth (start not counted)   endpoint  start
setup / recovery                          4  result[1]   mode
hold / removal                            6  result[4]   b[1]
## routing by layer
layer / vias to the layer above / global-route usage (%)
met5: - / 0
li1: 129 / -
met2: 10 / 2.889
met3: 0 / 1.477
met4: 0 / 0
met1: 88 / 2.584
## cells by family (layout without fill, tap and decap cells)
group                    count (synthesis)  in the layout
adder cells (fa/ha/maj)                  6              6
AND-OR/OR-AND                            5              5
other                                    0              1
AND/OR/NAND/NOR                          5              5
multiplexers                             1              1
buffers and inverters                    5             25
XOR/XNOR                                 5              5
## through the flow
stage	worst slack [ns]	setup TNS [ns]	cell area, um2
2_1_floorplan	0.7162	0	206.4
3_3_place_gp	-0.3331	-0.7708	441.7
6_report	0.1430	0	461.7
3_5_place_dp	-0.3720	-0.8659	441.7
5_1_grt	0.05153	0	461.7
4_1_cts	-0.06316	-0.1200	440.4
## layout make-up
type	count	area [um2]
multi-input cells	22	196.4
diodes	1	2.502
well taps	46	57.56
repair buffers	20	186.4
fillers	409	2954
inverters	5	18.77
## synthesized netlist by cell type
cell     n  area share (%)
a21o_1   1             3.6
a21oi_1  2             4.8
a21oi_2  1             4.2
fa_1     1             9.7
ha_1     5              30
inv_1    5             9.1
mux2i_1  1             4.8
nand2_1  1             1.8
nor2_1   3             5.5
nor3_1   1             2.4
o21ai_0  1             2.4
xnor2_1  2             8.5
xor2_1   3              13
No activity file was given, so power comes from the tool's default toggle rates.
