==> flow/design.v <==
`timescale 1ns/1ps
module adder #(
  parameter integer DATA_WIDTH = 4
) (
  input  logic unsigned [DATA_WIDTH-1:0] A,
  input  logic unsigned [DATA_WIDTH-1:0] B,
  output logic unsigned [DATA_WIDTH:0]   X
);
  assign X = A - B;
  initial begin
    $dumpfile("dump_sub.vcd");
    $dumpvars(1, sub);
  end
endmodule
==> flow/run.sh <==
#!/bin/bash
# OpenROAD 26Q1-2900-gdf79404cd8, Yosys 0.63+post, stock flow scripts
make -C /OpenROAD-flow-scripts/flow DESIGN_CONFIG=/design/flow/config.mk WORK_HOME=/design/flow/orfs finish
==> flow/config.mk <==
export PLATFORM = sky130hd
export DESIGN_NAME = adder
export DESIGN_NICKNAME = adder
export VERILOG_FILES = /design/flow/design.v
export SDC_FILE = /design/flow/constraint.sdc
export NUM_CORES = 4
export LEC_CHECK = 1
export CORE_AREA = 10 10 70 70
export DIE_AREA = 0 0 80 80
==> flow/constraint.sdc <==
current_design adder

set clk_period 2.5
set clk_io_pct 0.2

create_clock -name clk0 -period $clk_period

set non_clock_inputs [all_inputs -no_clocks]
set_input_delay [expr $clk_period * $clk_io_pct] -clock clk0 $non_clock_inputs
set_output_delay [expr $clk_period * $clk_io_pct] -clock clk0 [all_outputs]
==> impl_metrics.csv <==
group,metric,value,unit
status,outcome,"completed",
final_timing,final-hold-violation-count,0,
synthesis,most_common_cell,"inv_1",
final_timing,setup_viol,0,
worst_hold_path,min_path_type,"input pin to output pin",
drt,vias_per_cell,2.16,
setup_path,cp_max_fo,2,
synthesis,common_cells,"inv_1 (6), ha_1 (4)",
synthesis,synthesis.area,138,sq um
synthesis,top_area_cell,"ha_1",
floorplanning,die-area,6400,sq um
floorplanning,io-pin-count,13,
floorplanning,fp.dieH,80,um
grt,grt_usage,1.60,%
final_timing,relSlewSlack,90.5,%
layout,stdcell_count,80,
final_timing,tightest_slew,143,ps
grt,grt_pass1_wl,821,um
floorplanning,die_w,80,um
synthesis,synth_area_per_cell,8.10,sq um
cts,hold_buffers,0,
synthesis,synth_seq_share,0,%
final_timing,timing.fmax,411,MHz
layout,num-clock-buffers,0,
drt,ant_nets,0,
synthesis,yosysCellCount,17,
layout,drive_gt1_share,35.3,%
layout,logic_area,130,sq um
setup_path,setup.worst_path.start_class,"input pin",
power,p_leak,0.165,nW
drt,vias,173,
synthesis,synth.distinct_cells,9,
worst_hold_path,hp-start,"B[3]",
drt,wl_per_cell,6.95,um
layout,finalInstanceArea,359,sq um
worst_hold_path,hold_depth,5,
final_timing,maxSlewViolCount,0,
floorplanning,fp_util,4.03,%
synthesis,ys_chip_area,138,sq um
place,dp.final_hpwl,527,um
setup_path,critPathCaptureType,"output pin",
drt,wl,556,um
drt,first_pass_iters,2,
place,dpl.cell_count,79,
place,place_area,348,sq um
layout,area_delta_synth_final,161,%
final_timing,fin_crit_sh,97.4,%
synthesis,top_cell_area_share,36.4,%
final_timing,layout_min_cycle_time,2440,ps
power,max-vdd-ir-drop,0.0268,mV
floorplanning,core-area,3420,sq um
layout,finish.utilization,10.5,%
setup_path,cp.arrival,1940,ps
flow_run,cap_violations,0,
layout,nFlopsAndLatches,0,
grt,antenna_found_initial,0,
drt,drc,0,
grt,grt_start_max_net_pins,5,
drt,diodes,0,
synthesis,area_leaders,"ha_1 (36%), inv_1 (16%), fa_1 (15%)",
synthesis,synth_warnings,3,
layout,seq_area,0,sq um
drt,first_iter_violations,7,
layout,fill_cells,407,
synthesis,netlist_instances,17,
place,place.gp.congestion,0.738,
floorplanning,rows,21,
power,powerDensity,175,nW/um^2
setup_path,crit_type,"input pin to output pin",
grt,grt_overflow,0,
flow_run,warning_count,32,
setup_path,startpoint,"B[1]",
place,io_buffers,13,
grt,first_global_vias,163,
setup_path,required,2000,ps
[worst paths after layout]
kind	end	slack (ps)
max	X[4]	60
min	X[4]	1740
[cell families after synthesis]
kind of cell               after synthesis  share of synthesized area [%]
AOI/OAI and AO/OA                        4                           20.0
xor gates and xnor gates                 2                           12.7
adders and majority gates                5                           50.9
buffers and inverters                    6                           16.4
[cell usage in the layout (no fill, tap or decap), drive strengths merged]
cell type / n
buf: 6
inv: 6
a31oi: 1
a21o: 2
clkdlybuf4s50: 7
xnor2: 1
dlygate4sd2: 4
xor2: 1
a21oi: 1
ha: 4
fa: 1
[metrics by stage]
stage	total power [mW]	setup WS [ps]	TNS [ps]	hold WS [ps]
after floorplan	0.0191	603	0	1110
after global placement	0.0667	-455	-1130	2000
after detailed placement	0.0678	-444	-1170	2010
after CTS	0.0627	31.2	0	1770
after global routing	0.0704	-0.577	-0.577	1780
final	0.0629	64.0	0	1740
[worst max-delay path, stage by stage]
cell and delay [ps]:
clkdlybuf4s50_1 460, inv_1 60, fa_2 350, buf_4 140, a21o_2 200, a21oi_2 120
buf_2 110
[repair_timing]
item                                    CTS  global route
setup buffers                             1             0
resized                                  15             1
pin swaps                                 3             0
endpoints found under the setup margin    4             1
[routing by layer]
layer	track usage (%)	wire [um]
met1	2.25	269
met5	0	0
met3	0.909	88
met2	2.17	198
met4	0	0
[cell type report]
type               count  area share, %
repair buffers        17           41.5
well taps             46           16.0
multi-input cells     11           36.2
inverters              6           6.27
[power breakdown]
group | switching (mW) | internal, mW | total (mW)
sequential | 0 | 0 | 0
combinational | 0.0207 | 0.0421 | 0.0629
clock | 0 | 0 | 0
total | 0.0207 | 0.0421 | 0.0629
Power figures rest on the tool's default switching activity, not on a simulated workload.
